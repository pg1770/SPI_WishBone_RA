## design/flow/config.mk

```make
export PLATFORM = sky130hd
export DESIGN_NAME = CNTR
export DESIGN_NICKNAME = CNTR
export VERILOG_FILES = /design/flow/design.v
export SDC_FILE = /design/flow/constraint.sdc
export NUM_CORES = 4
export LEC_CHECK = 1
export CORE_AREA = 10 10 70 70
export DIE_AREA = 0 0 80 80
```

## design/flow/constraint.sdc

```tcl
current_design CNTR

set clk_period 1.0
set clk_io_pct 0.2

create_clock -name clk0 -period $clk_period [get_ports {CLK}]

set non_clock_inputs [all_inputs -no_clocks]
set_input_delay [expr $clk_period * $clk_io_pct] -clock clk0 $non_clock_inputs
set_output_delay [expr $clk_period * $clk_io_pct] -clock clk0 [all_outputs]
```

## design/flow/design.v

```verilog
`timescale 1ns / 1ps
module CNTR(
  CLK,
  RST,
  STOP,
  OUT
);
input         CLK;
input         RST;
input         STOP;
output [3:0]  OUT;
reg    [3:0]  OUT=0;
always @(posedge CLK)
begin
  if (RST) OUT <= 4'b0;
  else if (STOP);
    else if( OUT == 4'b1111 ) OUT <= 0;
      else OUT <= OUT + 1;
end
endmodule
```

## design/flow/run.sh

```bash
#!/bin/bash
# OpenROAD 26Q1-2900-gdf79404cd8, Yosys 0.63+post, stock flow scripts
make -C /OpenROAD-flow-scripts/flow DESIGN_CONFIG=/design/flow/config.mk WORK_HOME=/design/flow/orfs finish
```

==> CHANGELOG.md <==
## Flow update

- CTS Hold Bufs: 0
- CORE AREA: 3420 µm²
- Final hold violation count: 0
- Fin crit share: 109%
- Slowest cell on the critical path: dfxtp_2
- Critical Path Max Stage Delay: 0.31 ns
- Pwr per Cell Area: 1110 nW/µm²
- Post-synth cell types: 12
- Layout Skew: 0.00377 ns
- Synth async-reset ratio: 0%
- # Cells Yosys: 19
- Root buf cell: clkbuf_4
- Reg2Reg Setup Slack: -0.09 ns
- Synth Instances: 19
- Total CTS buffers: 3
- Avg Cell Area, Syn: 9.68 µm²
- Clock Pin Slew Worst Setup and Hold Paths: 0.04 ns
- Worst Hold Depth: 3
- Clk buf depth: 2
- Crit path max fanout: 4
- Total track usage: 1.81%
- Remaining Overflow, GRT: 0
- Vias after detailed routing: 197
- Post-synth EDFFs: 0
- R2r startpoint: OUT[1]$_SDFFE_PP0N_
- R2R Path End: OUT[2]$_SDFFE_PP0N_
- WP data arrival: 1.20 ns
- Number of diodes: 0
- Outcome: finished, violations left
- Top cell area share: 43.5%
- Final worst slack: -0.0859 ns
- Max-cap viol count: 0
- Num Clock Sinks: 4
- Worst VDD drop: 0.604 mV
- Yosys stat area: 184 µm²
- Maximum operating frequency: 0.921 GHz
- Antenna Nets Post-Route: 0
- Tool Warnings: 27
- Relative slew slack: 86.9%
- Fin cells: 80
- Critical path launch point type: flip-flop
- Top reg by flops: OUT
- CTS tree: built
- Avg Vias per Cell: 2.46
- Crit path time final: 1.09 ns
- WL/cell: 6.83 µm
- Seq cells post-synth: 4
- Top cells by count: 4 x dfxtp_1, 3 x a21oi_1, 3 x nor2_1
- Post-Route WL: 546 µm
- Area Overhead vs Synth: 116%
- Main area contributors: dfxtp_1 44%, a21oi_1 8.2%, nand2b_4 7.5%, ha_1 6.8%, nor2_1 6.1%
- First-pass GRT wire length: 897 µm
- Hold crit path type: in2reg
- Chip height: 80 µm
- Skew-Pair Late Insertion Delay: 0.23 ns
- Most frequent cell after synthesis: dfxtp_1
- Pin count of the biggest net entering global routing: 5
- Vias in the first global route: 216
- Pleak: 0.153 nW
- TritonRoute pass-1 iters: 4
- Crit path required time: 1.11 ns
- Synth Flop Type: dfxtp_1
- Max Slew Vio Count: 0
- Worst setup path class: reg2reg
- Setup_tns: -0.165 ns
- H-tree depth: 1
- Fraction of layout cells with a size suffix above 1: 50.0%
- Dpl cells: 75
- Max FFs per register: 4
- Row cnt: 21
- Setup violators final: 3
- Worst-case reg-to-reg path depth: 5
- Critical path cell sequence: buf_6 > ha_4 > and2b_2 > xnor2_1 > nor2_1
- Worst Hold Endpoint: OUT[1]$_SDFFE_PP0N_
- Yosys Warn Count: 1
- Die width: 80 µm
- Least-Margin Pin Slew: 0.196 ns
- Routability Congestion: 0.691
- Failing checks: negative setup slack
- Cell type with the largest total area: dfxtp_1
- CP Capture Type: flip-flop
- Min-delay src: STOP
- Mapped Area: 184 µm²
- Unrepaired setup endpoints after global routing: true
- Initial antenna violation count: 0
- # IOs: 7
- Total chip power: 0.000439 W
- Core Util, Final: 11.6%
- FP Util: 5.38%
- Largest regs: OUT x4
- Post-synth seq share: 43.5%
- Full die area: 6400 µm²
- # DRC: 0
- Initial DRC count: 5
- # port buffers: 6
## power breakdown
part	leakage (nW)	internal [W]	switching (W)
clock	0.0138	0.000134	0.0000600
sequential	0.0343	0.000168	0.00000406
combinational	0.105	0.0000444	0.0000282
## per-layer routing
layer / GRT usage, % / vias to the layer above / routed length [µm]
met2: 2.25 / 13 / 170
met1: 2.20 / 85 / 281
met4: 0 / 0 / 0
li1: - / 99 / -
met5: 0 / - / 0
met3: 1.93 / 0 / 94
## what timing repair did
item,CTS,global route
setup buffers,2,0
gates resized,13,3
pin swaps,3,3
setup endpoints to repair,7,7
## per-stage QoR
| stage | worst slack [ns] | cell area, µm² | hold WS [ns] |
|---|---|---|---|
| after floorplan | 0.0262 | 186 | 0.269 |
| after global placement | -0.319 | 334 | 0.560 |
| after detailed placement | -0.340 | 334 | 0.580 |
| after CTS | -0.118 | 393 | 0.455 |
| after global routing | -0.127 | 397 | 0.526 |
| final | -0.0859 | 397 | 0.476 |
## logic make-up (layout without fill, tap and decap cells)
logic type               after synthesis  count (layout)  share of synthesized area (%)
AND/OR/NAND/NOR                        7               7                           23.8
multiplexers                           1               1                           5.44
flip-flops                             4               4                           43.5
AND-OR/OR-AND                          5               5                           15.6
buffers and inverters                  0              15                              0
adder cells (fa/ha/maj)                1               1                           6.80
XOR/XNOR                               1               1                           4.76
## critical path: cells and delay by family, from the launching register on
kind                     cells  cell delay, ns
XOR/XNOR                     1            0.13
adder cells (fa/ha/maj)      1            0.15
buffers and inverters        1            0.12
flip-flops                   1            0.31
AND/OR/NAND/NOR              2            0.25
## cell usage in the layout, fill, tap and decap left out, drive strengths merged, types with 2 or more instances in the layout
master         netlist  layout
a21oi                3       3
buf                  0       6
clkbuf               0       3
clkdlybuf4s15        0       2
dfxtp                4       4
dlygate4sd2          0       3
nor2                 3       3
## how the worst max path moves through the flow
stage / startpoint / to / slack, ns
CTS: OUT[1]$_SDFFE_PP0N_ / OUT[2]$_SDFFE_PP0N_ / -0.12
global route: OUT[0]$_SDFFE_PP0N_ / OUT[2]$_SDFFE_PP0N_ / -0.13
finish: OUT[1]$_SDFFE_PP0N_ / OUT[2]$_SDFFE_PP0N_ / -0.09
## cell type report
class	instances	area, µm²
multi-input cells	15	123
fillers	398	3020
clock buffers	3	22.5
flip-flops and latches	4	85.1
well taps	46	57.6
repair buffers	12	109
Power and IR drop assume default switching activity.
